==> flow/design.v <==
`timescale 1ns / 1ps
module multi_samp(
  input [3:0]A_in,
  input [3:0]B_in,
  output [8:0]Res); 
  wire [3:0]partial_sum1;
  wire [4:0]partial_sum2;
  wire [5:0]partial_sum3;
  wire [6:0]partial_sum4;
  wire [8:0]s1,s2,s3 ;
  assign partial_sum1 = {4{A_in[0]}} & B_in[3:0];
  assign partial_sum2 = {4{A_in[1]}} & B_in[3:0];
  assign partial_sum3 = {4{A_in[2]}} & B_in[3:0];
  assign partial_sum4 = {4{A_in[3]}} & B_in[3:0];
  wire c1,c2,c3;
  assign s1 = partial_sum1 + (partial_sum2<<1);
  assign s2 = s1 + (partial_sum3<<2);
  assign s3 = s2 + (partial_sum4<<3);
  assign Res = s3;
endmodule
==> flow/run.sh <==
#!/bin/bash
# OpenROAD 26Q1-2900-gdf79404cd8, Yosys 0.63+post, stock flow scripts
make -C /OpenROAD-flow-scripts/flow DESIGN_CONFIG=/design/flow/config.mk WORK_HOME=/design/flow/orfs finish
==> flow/config.mk <==
export PLATFORM = sky130hd
export DESIGN_NAME = multi_samp
export DESIGN_NICKNAME = multi_samp
export VERILOG_FILES = /design/flow/design.v
export SDC_FILE = /design/flow/constraint.sdc
export NUM_CORES = 4
export LEC_CHECK = 1
export CORE_AREA = 10 10 70 70
export DIE_AREA = 0 0 80 80
==> flow/constraint.sdc <==
current_design multi_samp

set clk_period 4.5
set clk_io_pct 0.2

create_clock -name clk0 -period $clk_period

set non_clock_inputs [all_inputs -no_clocks]
set_input_delay [expr $clk_period * $clk_io_pct] -clock clk0 $non_clock_inputs
set_output_delay [expr $clk_period * $clk_io_pct] -clock clk0 [all_outputs]
==> results_dict.tcl <==
# collected from the flow reports
set metrics [dict create \
    outcome "complete, no violations" \
    finalHoldViolCount 0 \
    port_buffers 16 \
    grt_pass1_wl_um 1550 \
    topRoutingLayerUsed "met3" \
    fp.dieW_um 80 \
    final_cell_area_um2 647 \
    syn_area_per_cell_um2 9.01 \
    crit_arrival_ns 3.49 \
    seq_area_frac_synth_pct 0 \
    startpoint "A_in[2]" \
    diodes 0 \
    warning_count 32 \
    area_growth_pct 63.1 \
    startpoint_type "input port" \
    core_area_um2 3420 \
    crit_type "input port to output pin" \
    layout_top_cells "and2_1, ha_1, buf_4" \
    period_used_pct 97.5 \
    tns_ns 0 \
    logic_area_um2 390 \
    die_area_um2 6400 \
    drv_cap 0 \
    wl_met1_um 531 \
    whs_path_depth 5 \
    holdWs_ns 2.38 \
    ys_area_um2 397 \
    antenna_found_initial 0 \
    total_leakage_power_nw 0.343 \
    min_path_type "input port to output pin" \
    crit_fanout 2 \
    routed_wl_um 943 \
    stdcell_count 112 \
    nFlopsAndLatches 0 \
    drc 0 \
    finalSetupViolCount 0 \
    fp_util_pct 11.6 \
    clkbuf_count 0 \
    rows 21 \
    drtIter0Drc 11 \
    dr_total_vias 350 \
    routabilityCongestion 0.812 \
    placed_cells 112 \
    endpoint_kind "output pin" \
    drtAntennaViolNets 0 \
    max_freq_ghz 0.228 \
    endpoint "Res[7]" \
    io_pins 17 \
    ir_drop_uv 28.8 \
    dp_slack_ns -0.674 \
    first_pass_iters 4 \
    grt_overflow 0 \
    grt_pass1_vias 339 \
    fin_ws_ns 0.113 \
    route.met2.wl_um 256 \
    cp.required_ns 3.60 \
    wire_per_inst_um 8.42 \
    ys_types 12 \
    hpwl_um 886 \
    synth_warnings 0 \
    mappedNetlistArea_um2 397 \
    place_area_um2 659 \
    ys_cells 44 \
    post-route-min-period_ns 4.39 \
    power-per-cell-area_nw_per_um2 115 \
    regArea_um2 0 \
    dr_wl_met3_um 155 \
    rsz0062_at_grt "false" \
    layout-drive-gt1-share_pct 31.8 \
    postSynthCellCount 44 \
    fp.dieH_um 80 \
    via_per_inst 3.13 \
    grt_max_degree 5 \
    grt_usage_pct 2.92 \
    filler_cell_count 392 \
    final_max_slew_viol_count 0 \
]
==> stage by stage <==
| stage | total power (W) | utilization, % |
|---|---|---|
| final | 0.0000742 | 18.9 |
| after global routing | 0.0000866 | 18.9 |
| after CTS | 0.0000775 | 19.4 |
| after detailed placement | 0.0000818 | 19.3 |
| after global placement | 0.0000815 | 19.3 |
| after floorplan | 0.0000300 | - |
==> kinds of logic (layout without fill, tap and decap cells) <==
kind of cell,count (synthesis),in the layout,share of synthesized area (%)
buf+inv,5,27,5.68
xor+xnor,3,3,6.63
simple gates,16,16,22.7
compound gates,4,4,7.25
other cells,1,1,0.945
fa+ha+maj,15,15,56.8
==> power by group <==
part	leakage [nW]	switching, W	internal [W]	total (W)
clock network	0	0	0	0
registers	0	0	0	0
logic	0.343	0.0000276	0.0000466	0.0000742
==> Yosys cell counts <==
cell      n  share of area, %
fa_1      5                25
ha_1     10                32
a21o_1    2               3.8
nand2_1   4               3.8
inv_1     4               3.8
a21oi_1   1               1.3
xnor2_1   2               4.4
a21oi_2   1               2.2
buf_4     1               1.9
conb_1    1              0.95
and2_1   12                19
xor2_1    1               2.2
==> metal layers <==
metal  track usage (%)  vias up
met3              1.59        0
met4                 0        0
met2              2.73       16
li1                  -      187
met5                 0        -
met1              5.20      147
==> repair_timing <==
item / 4_1_cts / 5_1_grt
endpoints found under the setup margin: 4 / 1
gates resized: 22 / 7
hold buffers: 0 / 0
pin swaps: 0 / 5
setup buffers: 0 / 0
==> worst min-delay path by stage <==
stage	from	end	slack [ns]
after CTS	B_in[3]	Res[7]	2.51
final	B_in[3]	Res[7]	2.38
after global routing	B_in[3]	Res[7]	2.44
==> layout make-up <==
class                      count  area share [%]
tap                           46            8.90
multi-input combinational     39            60.3
inverter                       4            2.32
timing repair buffer          23            28.4
==> critical path, cell delays in order <==
cell and delay, ns:
dlygate4sd2_1 0.26, and2_4 0.14, fa_1 0.49, inv_2 0.04
fa_1 0.53, inv_1 0.04, ha_2 0.19, fa_2 0.36
a21o_1 0.17, a21oi_2 0.13, xnor2_1 0.12, buf_2 0.11
Power is estimated from default activity; no workload was simulated.
